==> design/flow/design.v <==
module sycounter(clk,reset,out_syCount);
input clk, reset;
output [3:0]out_syCount;
reg [3:0]q;
always@(posedge clk)
        begin
       	 if (~reset)
                q <= 4'b0000;
       	 else
                q <= q + 4'b0001;
        	end
assign  out_syCount= q ;
endmodule
==> design/flow/run.sh <==
#!/bin/bash
# OpenROAD 26Q1-2900-gdf79404cd8, Yosys 0.63+post, stock flow scripts
make -C /OpenROAD-flow-scripts/flow DESIGN_CONFIG=/design/flow/config.mk WORK_HOME=/design/flow/orfs finish
==> design/flow/config.mk <==
export PLATFORM = sky130hd
export DESIGN_NAME = sycounter
export DESIGN_NICKNAME = sycounter
export VERILOG_FILES = /design/flow/design.v
export SDC_FILE = /design/flow/constraint.sdc
export NUM_CORES = 4
export LEC_CHECK = 1
export CORE_AREA = 10 10 70 70
export DIE_AREA = 0 0 80 80
==> design/flow/constraint.sdc <==
current_design sycounter

set clk_period 1.6
set clk_io_pct 0.2

create_clock -name clk0 -period $clk_period [get_ports {clk}]

set non_clock_inputs [all_inputs -no_clocks]
set_input_delay [expr $clk_period * $clk_io_pct] -clock clk0 $non_clock_inputs
set_output_delay [expr $clk_period * $clk_io_pct] -clock clk0 [all_outputs]
==> qor.txt <==
max FFs per register -> 4
logic gate share of total power -> 9.7%
layout cells sized above 1 -> 14.3%
CP max FO -> 4
total wire length -> 390 um
Final Max Tran Viols -> 0
fin util -> 8.06%
CP delay by family, top -> buffers and inverters
hold depth -> 2
largest net degree at the start of global routing -> 6
Worst-Margin Slew -> 0.150 ns
Cell Area, Synth -> 145 sq um
Worst Path Arrival -> 1.13 ns
gr usage total -> 1.32%
cells resized by post-CTS repair -> 0
top cells, area -> dfxtp_1 (55%), and2_1 (8.6%), ha_1 (8.6%)
cell row count -> 21
crit path to -> out_syCount[0]
Worst path slowest cell -> clkdlybuf4s50_1
H-tree levels -> 1
initial drt markers -> 0
Die ar. -> 0.00640 sq mm
slew margin rel. -> 90.0%
# Cells Yosys -> 13
Regs by FF count -> q: 4 flops
postcts setup bufs -> 0
clk latency late pin -> 0.23 ns
leakage -> 0.000105 uW
Setup TNS -> 0 ns
Mean Syn Cell Area -> 11.2 sq um
Layout area overhead -> 89.7%
Clock Sinks -> 4
hold_ws -> 0.476 ns
Yosys warnings -> 1
first-pass GRT wire length -> 621 um
DR WL/cell -> 5.82 um
area fraction in compound gates -> 0%
cell-by-cell trace of the critical path -> clkdlybuf4s50_1
vias per cell -> 1.75
Dominant comb cell -> simple AND/OR/NAND/NOR gates
crit path capture type -> output pin
Initial Util -> 4.25%
antenna violations before repair -> 0
Gate Count Post-Synth -> 13
area of the core -> 0.00342 sq mm
RR Endpoint -> q[2]
Hold Crit Class -> reg2reg
outcome -> finished, final reports clean
worst reg2reg startpoint -> q[0]
detailed placement HPWL -> 302 um
CTS tree -> yes
and+or+nand+nor area frac -> 23.3%
yosys stat chip area -> 145 sq um
DRC -> 0
CP Launch Type -> flip-flop
FA/HA/MAJ Cells, Area Fraction -> 8.62%
Top Ports -> 6
f_max -> 691 MHz
antenna-violating nets left -> 0
post-route minimum period -> 1.45 ns
unrepaired setup endpoints after global routing -> no
Worst-path clk slew -> 0.04 ns
clock buffer count from CTS -> 3
Die H -> 80 um
R2R setup slack -> 0.66 ns
gr ovfl total -> 0
number of max-cap violations -> 0
most numerous logic cell after layout -> clkdlybuf4s50_1
Tcrit/Tclk final -> 90.4%
I/O Buffers -> 5
yosys xor share -> 6.03%
ANT cells -> 0
cell count of the worst reg-to-reg path -> 3
Filler cells -> 414
#FFs+latches synth -> 4
switching share of total power -> 20.3%
pwr dens -> 951 mW/mm^2
die width -> 80 um
final hold violations -> 0
Finished Cell Area -> 275 sq um
vias in the first global route -> 138
Synth Seq Share -> 55.2%
worst setup path class -> reg2out
sequential share of power -> 43.0%
switching power -> 53.2 uW
CP required -> 1.28 ns
crit path launch -> q[0]
clk_skew -> 0.000396 ns
Synth area leader -> dfxtp_1
post-synthesis mux area share -> 6.90%
placed cell area -> 253 sq um
Post-CTS Hold Buffers -> 0
Top reg by flops -> q
Peak VDD IR -> 0.305 mV
tool warnings -> 25
Worst Path Buf+Inv -> 1
Clock Power Share -> 47.2%
clock root buffer -> clkbuf_4
WP depth -> 1
Setup Viol. Count Final -> 0
Cell variety after synth -> 9
Area leader share -> 55.2%
peak per-stage delay on the critical path -> 0.52 ns
DR pass1 iterations -> 1
GPL Wtd Cong -> 0.590
final total power -> 262 uW
commonest non-fill, non-tap cells in the layout -> clkdlybuf4s50_1 (5), dfxtp_1 (4), clkbuf_4 (3)
Pint -> 208 uW
CTS Buffer Depth -> 2
Via Count -> 117
[Yosys cell counts]
cell,instances
nand2b_1,1
nand2_1,1
nor2b_1,1
dfxtp_1,4
nand3_1,1
xor2_1,1
and2_1,2
ha_1,1
mux2i_1,1
[power groups by stage]
stage	Clock [uW]	Combinational, uW	Sequential, uW
after CTS	131	25.8	113
after global routing	143	29.7	114
final	124	25.5	113
[cells by family after synthesis]
family | Yosys count
fa+ha+maj | 1
flops | 4
mux | 1
simple gates | 6
xor+xnor | 1
[routing by layer]
layer  track usage, %  vias to the layer above  part of all wire [%]
met1             1.92                       47                    64
li1                 -                       58                     -
met5                0                        -                     0
met4            0.528                        0                   2.1
met2             1.04                       10                    20
met3             1.36                        2                    14
[how the worst min path moves through the flow]
stage,from,endpoint
finish,q[3],q[3]
global route,q[3],q[3]
CTS,q[3],q[3]
[cell type report]
cell class	instances	area, sq um	share of cell area (%)
multi-input combinational	9	65.1	23.6
timing repair buffer	5	50.0	18.2
sequential	4	80.1	29.1
tap	46	57.6	20.9
clock buffer	3	22.5	8.18
[metrics by stage]
| stage | cells | setup slack (ns) |
|---|---|---|
| final | 67 | 0.153 |
| after floorplan | 13 | 0.724 |
| after detailed placement | 64 | 0.399 |
| after global placement | 64 | 0.419 |
| after CTS | 67 | 0.142 |
| after global routing | 67 | 0.0848 |
Power figures rest on the tool's default switching activity, not on a simulated workload.
