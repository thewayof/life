[flow/run.sh]
#!/bin/bash
# OpenROAD 26Q1-2900-gdf79404cd8, Yosys 0.63+post, stock flow scripts
make -C /OpenROAD-flow-scripts/flow DESIGN_CONFIG=/design/flow/config.mk WORK_HOME=/design/flow/orfs finish
[flow/config.mk]
export PLATFORM = sky130hd
export DESIGN_NAME = paradder
export DESIGN_NICKNAME = paradder
export VERILOG_FILES = /design/flow/design.v
export SDC_FILE = /design/flow/constraint.sdc
export NUM_CORES = 4
export LEC_CHECK = 1
export CORE_AREA = 10 10 70 70
export DIE_AREA = 0 0 80 80
[flow/constraint.sdc]
current_design paradder

set clk_period 2.8
set clk_io_pct 0.2

create_clock -name clk0 -period $clk_period

set non_clock_inputs [all_inputs -no_clocks]
set_input_delay [expr $clk_period * $clk_io_pct] -clock clk0 $non_clock_inputs
set_output_delay [expr $clk_period * $clk_io_pct] -clock clk0 [all_outputs]
[flow/design.v]
module paradder ( carryin,x,y,sum,carryout);
 	 input carryin;
 	 input [3:0] x,y;
  output [3:0] sum;
  output carryout;
  fulladd stage0 (carryin,x[0],y[0],sum[0],c1);
  fulladd stage1 (c1,x[1],y[1],sum[1],c2);
  fulladd stage2 (c2,x[2],y[2],sum[2],c3);
  fulladd stage3 (c3,x[3],y[3],sum[3],carryout);
endmodule
module fulladd (cin,x,y,s,cout);
  input cin,x,y;
  output s,cout;
  assign s = x^y^cin;
  assign cout =(x & y) | (x & cin) |(y & cin);
endmodule
==> run notes <==
On the backend side, the flow ran end to end.

The final setup violation count stands at 0. The share of total power dissipated in sequential elements is 0. The number of hold buffers added after cts stands at 0. The number of global-route vias before repair was 152. Per the hold report, the tightest min-delay path originates at carryin. In this run the remaining antenna-violating nets after routing total 0. Across all checked pins, the minimum headroom to the slew limit is 0.937. For reference, the critical path is launched at y[0]. The layout has 0 clock buffers. The analysis reports a worst IR drop on VDD of 0.0300 mV. For this run, the detailed router's first-pass iteration total came to 1. The layout summary lists the proportion of cells stronger than drive strength 1 as 0.429. The final routed wire length divided by cell count stands at 5.41 um. Per the placement log, port buffering inserted 14 buffers. The critical-path maximum fanout stands at 1. The worst setup path is captured at an output pin. The average cell area after synthesis stands at 8.20 um^2. The script parses the final routing iteration and logs DRC violations as 0.

The flow ran to the end, and the final reports show no timing, DRC or antenna violations. The slew at the pin closest to its max-slew limit stands at 0.0936 ns. The design draws 47.5 uW. The share of the clock period used by the worst path after layout stands at 0.987. On the final layout, the worst hold slack is 1.86 ns.

The register area stands at 0 um^2. Broken down by cell family, the worst path's largest delay share belongs to adder cells. In the floorplan report the effective utilization is 0.0432.

The number of antenna violations at the first check in global routing stands at 0. The critical path is of the input port to output pin type. The critical path arrival stands at 2.20 ns. The most common logic cells in the final layout are sky130_fd_sc_hd__clkdlybuf4s50_1, sky130_fd_sc_hd__inv_1, sky130_fd_sc_hd__dlygate4sd2_1. The chip area in the Yosys report stands at 148 um^2.

The required time of the critical path stands at 2.24 ns. The critical path's slowest stage uses the library cell sky130_fd_sc_hd__fa_1. In the power breakdown, the internal column shows 31.7 uW.

The number of antenna cells inserted stands at 0. The number of cells in the finished layout apart from fillers stands at 74. The proportion of power drawn by the clock network stands at 0.

Per the final report, max-transition violations number 0. The switching portion of total power comes to 0.333. The flow measured a signed area growth from synthesis to layout of 118%. The first global-routing pass estimated 627 um of wire.

The leakage dissipation stands at 0.142 nW. The power report attributes to the combinational group a share of 1.000. The worst setup path is launched from an input port. Note, the detailed placer reported a final HPWL of 412 um. For this run, the number of Yosys warnings is 3.

Once iteration 0 of detailed routing completed, the report listed 0 DRC markers. The switching component of the power stands at 15.8 uW. After its last routability iteration, the placer logged a weighted congestion of 0.829.

The areal power density over the cells stands at 148 nW/um^2. The floorplan has 21 rows. The number of buffers and inverters on the critical path stands at 6. The run reported a max-capacitance violation count of 0. The cell count after placement stands at 74. The total global routing track utilization stands at 0.0125. The final layout report lists a filler cell count of 405. The number of different library cells used by synthesis comes to 3. The timing report gives the biggest stage delay along the critical path as 0.39 ns. The post-layout utilization of the core stands at 0.0941. The time the final worst path needs with I/O delays and setup stands at 2.76 ns. The x dimension of the die stands at 80 um.

The cell sequence reported for the critical path is buf_6 -> inv_4 -> fa_2 -> inv_2 -> fa_2 -> fa_2 -> inv_2 -> fa_1 -> inv_1 -> buf_2. Post-CTS timing repair inserted 0 buffers for setup. The number of cells in the yosys synthesis report stands at 18.

Across all layers, the routed design uses 130 vias. Per the OpenROAD floorplan log, the area of the core is 3420 um^2. The post-synth design cell area stands at 148 um^2. The routed design shows a via density per instance of 1.76. Setup repair after global routing could not meet its margin everywhere. The post-synthesis cell count stands at 18. Per the cell usage report, the commonest logic cell in the layout is sky130_fd_sc_hd__clkdlybuf4s50_1.

The detailed router reported a total wirelength of 400 um. The floorplan die height stands at 80 um. Static timing analysis puts the maximum clock frequency at 0.362 GHz. The final hold violation count stands at 0. Recorded from the global router log, the overflow total was 0. By instance count, the cell type seen most on the critical path is sky130_fd_sc_hd__fa_2. The die footprint stands at 6400 um^2. The number of primary I/O pins stands at 14. The number of logged tool warnings stands at 34. The final sequential cell count stands at 0. The portion of the post-synthesis area used by sequential elements stands at 0.

Entering global routing, the biggest net connects 2 pins. In this run the worst hold path is classified as input port to output pin.
-- cell type report --
cell class	count	area, um^2	area share
Timing Repair Buffer	14	134	0.416
Tap cell	46	57.6	0.179
Inverter	10	42.5	0.132
Multi-Input combinational cell	4	87.6	0.272
-- power groups by stage --
stage | Combinational [mW] | Clock [mW] | Sequential, mW
CTS | 0.0482 | 0 | 0
global route | 0.0569 | 0 | 0
finish | 0.0475 | 0 | 0
-- logic make-up after synthesis --
kind of cell,count (synthesis),share of synthesized area
fa+ha+maj,4,0.542
buf+inv,14,0.458
-- tightest hold or removal path: stages --
cell	delay (ns)
sky130_fd_sc_hd__buf_6	0.09
sky130_fd_sc_hd__inv_2	0.04
sky130_fd_sc_hd__fa_2	0.18
sky130_fd_sc_hd__inv_1	0.04
sky130_fd_sc_hd__clkdlybuf4s50_1	0.39
-- stage by stage --
step / setup slack [ns] / TNS [ns] / instance area (um^2)
after floorplan: 0.103 / 0 / 148
after global placement: -0.775 / -1.89 / 315
after detailed placement: -0.813 / -2.05 / 315
after CTS: -0.0536 / -0.0536 / 313
after global routing: -0.0668 / -0.0668 / 322
final: 0.0365 / 0 / 322
-- layer usage --
metal | up-vias | track usage | share of wire
met5 | - | 0 | 0
met4 | 0 | 0 | 0
met3 | 0 | 0.0114 | 0.29
met2 | 14 | 0.0144 | 0.23
met1 | 56 | 0.0173 | 0.48
li1 | 60 | - | -
-- synth_stat cells (all sizes together) --
cell type,count,area share
inv,10,0.25
buf,4,0.20
fa,4,0.54
-- worst paths after layout --
path,to,slack (ns),cells after the start
setup / recovery,sum[3],0.04,10
hold / removal,sum[0],1.86,5
-- repair_timing --
| action | in CTS | in global routing |
|---|---|---|
| hold endpoints to repair | 0 | 0 |
| gates resized | 28 | 2 |
| pin swaps | 4 | 4 |
| setup endpoints to repair | 4 | 2 |
Power is estimated from default activity; no workload was simulated.
